===== flow/config.mk =====
export PLATFORM = sky130hd
export DESIGN_NAME = part_a_top
export DESIGN_NICKNAME = part_a_top
export VERILOG_FILES = /design/flow/design.v
export SDC_FILE = /design/flow/constraint.sdc
export NUM_CORES = 4
export LEC_CHECK = 1
export CORE_UTILIZATION = 50

===== flow/constraint.sdc =====
current_design part_a_top

set clk_period 9.9
set clk_io_pct 0.2

create_clock -name clk0 -period $clk_period [get_ports {clk}]

set non_clock_inputs [all_inputs -no_clocks]
set_input_delay [expr $clk_period * $clk_io_pct] -clock clk0 $non_clock_inputs
set_output_delay [expr $clk_period * $clk_io_pct] -clock clk0 [all_outputs]

===== flow/design.v =====
`timescale 1ns/1ps
`default_nettype none
module loas_candidate_fifo #(
    parameter integer DEPTH        = 16,
    parameter integer PTR_W        = $clog2(DEPTH),
    parameter integer NEURON_ID_W  = 4,
    parameter integer COL_ID_W     = 4,
    parameter integer SCORE_W      = 4
)(
    input  wire clk,
    input  wire rst_n,
    input  wire in_valid,
    output wire in_ready,
    input  wire [NEURON_ID_W-1:0] in_neuron,
    input  wire [COL_ID_W-1:0]    in_col,
    input  wire [SCORE_W-1:0]     in_score,
    output reg  out_valid,
    input  wire out_ready,
    output reg  [NEURON_ID_W-1:0] out_neuron,
    output reg  [COL_ID_W-1:0]    out_col,
    output reg  [SCORE_W-1:0]     out_score
);
    reg [NEURON_ID_W-1:0] nmem [0:DEPTH-1];
    reg [COL_ID_W-1:0]    cmem [0:DEPTH-1];
    reg [SCORE_W-1:0]     smem [0:DEPTH-1];
    reg [PTR_W:0] wp, rp;
    assign in_ready = ((wp - rp) < DEPTH);
    always @(posedge clk or negedge rst_n) begin
        if (!rst_n) begin
            wp        <= '0;
            rp        <= '0;
            out_valid <= 1'b0;
        end
        else begin
            if (in_valid && in_ready) begin
                nmem[wp[PTR_W-1:0]] <= in_neuron;
                cmem[wp[PTR_W-1:0]] <= in_col;
                smem[wp[PTR_W-1:0]] <= in_score;
                wp <= wp + 1'b1;
            end
            if (!out_valid && wp != rp) begin
                out_valid  <= 1'b1;
                out_neuron <= nmem[rp[PTR_W-1:0]];
                out_col    <= cmem[rp[PTR_W-1:0]];
                out_score  <= smem[rp[PTR_W-1:0]];
            end
            else if (out_valid && out_ready) begin
                out_valid <= 1'b0;
                rp <= rp + 1'b1;
            end
        end
    end
endmodule
`default_nettype wire
`timescale 1ns/1ps
`default_nettype none
module loas_inner_join_parallel #(
    parameter integer T_WINDOW        = 16,
    parameter integer PARALLEL_FACTOR = 4,
    parameter integer NEURON_ID_W     = 4,
    parameter integer COL_ID_W        = 4,
    parameter integer SCORE_W         = $clog2(T_WINDOW+1)
)(
    input  wire clk,
    input  wire rst_n,
    input  wire enable,
    input  wire [NEURON_ID_W-1:0] neuron_id,
    input  wire [COL_ID_W-1:0]    col_base,
    input  wire [T_WINDOW-1:0]    spike_pattern,
    input  wire [PARALLEL_FACTOR*T_WINDOW-1:0] weight_patterns,
    input  wire [SCORE_W-1:0]     intersection_threshold,
    input  wire                   weight_valid,
    output reg                    fifo_valid,
    input  wire                   fifo_ready,
    output reg  [NEURON_ID_W-1:0] fifo_neuron,
    output reg  [COL_ID_W-1:0]    fifo_col,
    output reg  [SCORE_W-1:0]     fifo_score
);
    wire [PARALLEL_FACTOR-1:0] hit;
    wire [PARALLEL_FACTOR*SCORE_W-1:0] score;
    genvar i;
    generate
        for (i = 0; i < PARALLEL_FACTOR; i = i + 1) begin : PM_GEN
            pattern_matcher #(
                .T_WINDOW(T_WINDOW)
            ) pm (
                .input_pattern (spike_pattern),
                .weight_pattern(weight_patterns[i*T_WINDOW +: T_WINDOW]),
                .match_score   (score[i*SCORE_W +: SCORE_W])
            );
            assign hit[i] =
                (score[i*SCORE_W +: SCORE_W] >= intersection_threshold);
        end
    endgenerate
    integer k;
    reg found;
    always @(posedge clk or negedge rst_n) begin
        if (!rst_n) begin
            fifo_valid <= 1'b0;
            found      <= 1'b0;
        end
        else if (enable && weight_valid) begin
            fifo_valid <= 1'b0;
            found      <= 1'b0;
            if (fifo_ready) begin
                for (k = 0; k < PARALLEL_FACTOR; k = k + 1) begin
                    if (hit[k] && !found) begin
                        fifo_valid  <= 1'b1;
                        fifo_neuron <= neuron_id;
                        fifo_col    <= col_base + k;
                        fifo_score  <= score[k*SCORE_W +: SCORE_W];
                        found       <= 1'b1;
                    end
                end
            end
        end
    end
endmodule
`default_nettype wire
`timescale 1ns/1ps
`default_nettype none
module part_a_top #(
    parameter integer T_WINDOW        = 16,
    parameter integer PARALLEL_FACTOR = 4,
    parameter integer NEURON_ID_W     = 4,
    parameter integer COL_ID_W        = 4,
    parameter integer SCORE_W         = $clog2(T_WINDOW+1),
    parameter integer FIFO_DEPTH      = 8
)(
    input  wire clk,
    input  wire rst_n,
    input  wire                   spike_in,
    input  wire                   enable,
    input  wire                   weight_valid,
    input  wire [NEURON_ID_W-1:0] neuron_id,
    input  wire [COL_ID_W-1:0]    col_base,
    input  wire [SCORE_W-1:0]     intersection_threshold,
    input  wire [PARALLEL_FACTOR*T_WINDOW-1:0] weight_patterns,
    output wire                   cand_valid,
    output wire [NEURON_ID_W-1:0] cand_neuron,
    output wire [COL_ID_W-1:0]    cand_col,
    output wire [SCORE_W-1:0]     cand_score
);
    wire [T_WINDOW-1:0] spike_pattern;
    wire ij_valid;
    wire ij_ready;
    wire [NEURON_ID_W-1:0] ij_neuron;
    wire [COL_ID_W-1:0]    ij_col;
    wire [SCORE_W-1:0]     ij_score;
    wire fifo_ready;
    spike_compressor_temporal #(
        .T_WINDOW(T_WINDOW)
    ) u_compressor (
        .clk                (clk),
        .rst_n              (rst_n),
        .spike_in           (spike_in),
        .compressed_pattern (spike_pattern)
    );
    loas_inner_join_parallel #(
        .T_WINDOW        (T_WINDOW),
        .PARALLEL_FACTOR (PARALLEL_FACTOR),
        .NEURON_ID_W     (NEURON_ID_W),
        .COL_ID_W        (COL_ID_W),
        .SCORE_W         (SCORE_W)
    ) u_inner_join (
        .clk                    (clk),
        .rst_n                  (rst_n),
        .enable                 (enable),
        .neuron_id              (neuron_id),
        .col_base               (col_base),
        .spike_pattern          (spike_pattern),
        .weight_patterns        (weight_patterns),
        .intersection_threshold (intersection_threshold),
        .weight_valid           (weight_valid),
        .fifo_valid             (ij_valid),
        .fifo_ready             (ij_ready),
        .fifo_neuron            (ij_neuron),
        .fifo_col               (ij_col),
        .fifo_score             (ij_score)
    );
    loas_candidate_fifo #(
        .DEPTH        (FIFO_DEPTH),
        .NEURON_ID_W  (NEURON_ID_W),
        .COL_ID_W     (COL_ID_W),
        .SCORE_W      (SCORE_W)
    ) u_fifo (
        .clk          (clk),
        .rst_n        (rst_n),
        .in_valid     (ij_valid),
        .in_ready     (ij_ready),
        .in_neuron    (ij_neuron),
        .in_col       (ij_col),
        .in_score     (ij_score),
        .out_valid    (cand_valid),
        .out_ready    (fifo_ready),
        .out_neuron   (cand_neuron),
        .out_col      (cand_col),
        .out_score    (cand_score)
    );
    assign fifo_ready = 1'b1;
endmodule
`default_nettype wire
`timescale 1ns/1ps
`default_nettype none
module pattern_matcher #(
    parameter integer T_WINDOW = 16,
    parameter integer SCORE_W  = $clog2(T_WINDOW+1)
)(
    input  wire [T_WINDOW-1:0] input_pattern,
    input  wire [T_WINDOW-1:0] weight_pattern,
    output wire [SCORE_W-1:0]  match_score
);
    wire [T_WINDOW-1:0] match_bits;
    assign match_bits = input_pattern & weight_pattern;
    integer i;
    reg [SCORE_W-1:0] sum;
    always @(*) begin
        sum = '0;
        for (i = 0; i < T_WINDOW; i = i + 1)
            sum = sum + match_bits[i];
    end
    assign match_score = sum;
endmodule
`default_nettype wire 
`timescale 1ns/1ps
`default_nettype none
module spike_compressor_temporal #(
    parameter integer T_WINDOW = 16
)(
    input  wire                   clk,
    input  wire                   rst_n,
    input  wire                   spike_in,
    output reg  [T_WINDOW-1:0]    compressed_pattern
);
    always @(posedge clk or negedge rst_n) begin
        if (!rst_n) begin
            compressed_pattern <= {T_WINDOW{1'b0}};
        end
        else begin
            compressed_pattern <= {
                compressed_pattern[T_WINDOW-2:0],
                spike_in
            };
        end
    end
endmodule
`default_nettype wire

===== flow/run.sh =====
#!/bin/bash
# OpenROAD 26Q1-2900-gdf79404cd8, Yosys 0.63+post, stock flow scripts
make -C /OpenROAD-flow-scripts/flow DESIGN_CONFIG=/design/flow/config.mk WORK_HOME=/design/flow/orfs finish

==> metrics.json <==
{
  "detailed_routing": {
    "detail-route-antenna-nets": 0,
    "routed_wl_um": 18140,
    "post_drt_via_cell_ratio": 5.416,
    "drtPass1Iterations": 4,
    "vias": 5178,
    "wl_per_cell_um": 18.97,
    "remaining_drc_errors": 0,
    "number_of_violations_reported_at_the_end_of_detailed_routing_iteration_0": 380,
    "antenna_cells_inserted": 0
  },
  "timing": {
    "timing.final.max_slew_violations": 0,
    "setup_violations": 0,
    "final_critical_path_setup_slack_ns": 2.678,
    "number_of_failing_hold_endpoints_at_the_final_stage": 0,
    "max_clock_freq_ghz": 0.1385,
    "worst_rel_slew_slack_pct": 47.80,
    "fin_skew_ns": 0.006589,
    "finalWorstPathRequiredPeriod_ns": 7.222,
    "timing.setup.tns_ns": 0,
    "final.period_utilization_pct": 72.95,
    "tightestPinTransition_ns": 0.7831,
    "grt_setup_unrepaired": "false"
  },
  "power_and_ir_drop": {
    "power-per-cell-area_nw_per_um2": 240.4,
    "ir_worst_vdd_mv": 0.1328,
    "power.static_leakage_nw": 4.020
  },
  "placed_design": {
    "post-dp-hpwl_um": 13060,
    "globalplace.congestion": 0.8942,
    "placement.setup.worst_slack_ns": 2.296,
    "io_buffers": 95
  },
  "min_path": {
    "worst_hold_check_path_type": "reg2reg",
    "worst_hold_path.num_cells": 0
  },
  "clocking": {
    "cts_inserted_buffers": 17,
    "clock_sink_count": 156,
    "cts.hold.buffers_added": 0,
    "clk_pin_slew_ns": 0.06,
    "max-clock-path-buffers": 2,
    "cells_resized_by_post_cts_repair": 0,
    "ctsRootBufferMaster": "sky130_fd_sc_hd__clkbuf_16",
    "cts_tree": "built",
    "htreeDepth": 4,
    "cts.repair_timing.setup_buffer_count": 0,
    "worst_skew_pair.late_latency_ns": 0.41
  },
  "worst_setup_path": {
    "cp.arrival_ns": 7.33,
    "slowest_delay_ns": 0.54,
    "critical_path.startpoint_type": "primary input",
    "critical_path.max_fanout": 13,
    "critPathSlowestCell": "sky130_fd_sc_hd__fa_1",
    "worst_path_most_repeated_cell": "sky130_fd_sc_hd__fa_1",
    "worstPathRequired_ns": 10.01,
    "path_cells": "clkdlybuf4s50_1 > and2_1 > fa_1 > inv_1 > fa_1 > fa_1 > inv_1 > fa_1 > ha_1 > fa_1 > a21oi_1 > nor2b_1 > ha_1 > nor2b_1 > nand2_1 > o21ai_2 > a21oi_1 > a311o_1 > nor2_1 > buf_4",
    "setup_slack_of_the_worst_register_to_register_path_ns": 4.18,
    "end_kind": "flip-flop",
    "critical_path_class": "in2reg",
    "ff2ff_path_depth": 19
  },
  "logic_synthesis": {
    "edf_count": 130,
    "synth.yosys.num_cells": 618,
    "synth-async-reset-ratio_pct": 16.67,
    "synth_top_flop_cell": "sky130_fd_sc_hd__edfxtp_1",
    "ys_seq_elements": 156,
    "ys_seq_share_pct": 55.47,
    "yosys_area_um2": 8210,
    "synth.avg_cell_area_um2": 13.29,
    "synth.lib_cells_used.distinct": 46,
    "syn-cell-area_um2": 8210,
    "syn_warnings": 7,
    "netlist_instances": 618
  },
  "floorplanning": {
    "die_height_um": 130.1,
    "design.die.area_um2": 16940,
    "fp_util_pct": 51.50,
    "floorplan.core_area_um2": 15940,
    "number_of_core_rows": 46,
    "top_level_ports": 96,
    "die_w_um": 130.1
  },
  "layout": {
    "finish.utilization_pct": 63.22,
    "drive_above_1_share_pct": 8.108,
    "area_growth_pct": 22.77,
    "nFillCells": 1165,
    "final-comb-area_um2": 3407,
    "final-seq-area_um2": 4554
  },
  "flow_run": {
    "max_cap_violations": 0,
    "openroad.warnings": 36
  },
  "global_routing": {
    "grt_pass1_wl_um": 28060,
    "grt_pass1_vias": 5317,
    "grt_start_max_net_pins": 36,
    "global_route.usage.total_pct": 24.58,
    "grt_antenna_before_repair": 0,
    "grt.overflow.total": 0
  },
  "status": {
    "result_of_the_run": "completed"
  }
}
==> sequential cells by signal (all words and copies together), names as in the netlist, 4 cells and up <==
register / flops
u_compressor.compressed_pattern: 16
u_inner_join.fifo_neuron: 4
u_fifo.out_neuron: 4
u_fifo.smem: 40
u_fifo.out_col: 4
u_fifo.wp: 4
u_fifo.nmem: 32
u_fifo.out_score: 5
u_fifo.cmem: 32
u_fifo.rp: 4
u_inner_join.fifo_col: 4
u_inner_join.fifo_score: 5
==> final timing paths <==
path | end | startpoint
worst max-delay path | u_inner_join.fifo_col[2]$_DFFE_PP_ | weight_patterns[16]
worst max register to register | u_inner_join.fifo_col[2]$_DFFE_PP_ | u_compressor.compressed_pattern[0]$_DFF_PN0_
worst min-delay path | u_compressor.compressed_pattern[7]$_DFF_PN0_ | u_compressor.compressed_pattern[6]$_DFF_PN0_
min in group asynchronous | u_fifo.out_valid$_DFF_PN0_ | rst_n
max in group asynchronous | u_compressor.compressed_pattern[4]$_DFF_PN0_ | rst_n
worst min register to register | u_compressor.compressed_pattern[7]$_DFF_PN0_ | u_compressor.compressed_pattern[6]$_DFF_PN0_
==> layout make-up <==
class	count	share of cell area, %
multi-input cells	386	33.80
inverters	61	2.272
well taps	216	2.681
repair buffers	106	10.25
clock buffers	17	4.220
flip-flops and latches	156	45.18
clock inverters	14	1.589
==> power by group <==
group | switching (W) | total [W] | internal (W) | leakage [nW]
sequential | 0.0000372 | 0.000825 | 0.000787 | 1.48
combinational | 0.000542 | 0.000959 | 0.000417 | 2.26
clock | 0.000264 | 0.000639 | 0.000375 | 0.274
==> layer usage <==
metal	track usage, %	up-vias	wire length, µm
met5	0	-	0
met4	3.625	0	238
met3	8.559	14	1269
met2	42.40	219	9526
met1	32.09	2459	7100
li1	-	2486	-
==> cells by family after synthesis <==
logic type	Yosys count	share of synthesized area, %
mux	9	1.189
compound gates	123	10.85
flops	156	55.47
simple gates	140	8.626
buf+inv	76	3.475
fa+ha+maj	100	18.90
xor+xnor	14	1.493
==> synth_stat cells, types with 2 or more instances <==
cell type	count	area [µm²]
sky130_fd_sc_hd__dfrtp_1	26	650.6
sky130_fd_sc_hd__a22o_1	6	52.55
sky130_fd_sc_hd__edfxtp_1	130	3904
sky130_fd_sc_hd__nor3_1	6	30.03
sky130_fd_sc_hd__a21o_1	8	60.06
sky130_fd_sc_hd__mux2i_1	3	30.03
sky130_fd_sc_hd__nand2_1	34	127.6
sky130_fd_sc_hd__nor2_1	34	127.6
sky130_fd_sc_hd__a222oi_1	13	130.1
sky130_fd_sc_hd__o221ai_1	2	17.52
sky130_fd_sc_hd__a221oi_1	7	61.31
sky130_fd_sc_hd__a22oi_1	18	135.1
sky130_fd_sc_hd__a211o_1	2	17.52
sky130_fd_sc_hd__a41oi_1	3	26.28
sky130_fd_sc_hd__a31oi_1	20	125.1
sky130_fd_sc_hd__fa_1	40	800.8
sky130_fd_sc_hd__o21a_1	2	15.01
sky130_fd_sc_hd__xor2_1	5	43.79
sky130_fd_sc_hd__a21oi_1	25	125.1
sky130_fd_sc_hd__o22ai_1	2	12.51
sky130_fd_sc_hd__nand4_1	2	12.51
sky130_fd_sc_hd__nor2b_1	8	50.05
sky130_fd_sc_hd__inv_1	61	229.0
sky130_fd_sc_hd__clkbuf_1	14	52.55
sky130_fd_sc_hd__ha_1	60	750.7
sky130_fd_sc_hd__mux2_2	6	67.56
sky130_fd_sc_hd__xnor2_1	9	78.83
sky130_fd_sc_hd__nand2b_1	3	18.77
sky130_fd_sc_hd__and2_1	44	275.3
sky130_fd_sc_hd__o21ai_0	7	35.03
sky130_fd_sc_hd__and3_1	3	18.77
==> worst max-delay path: cells and delay by family <==
kind            cells  cell delay (ns)
fa+ha+maj           7             2.96
compound gates      4             1.05
simple gates        5             0.61
buf+inv             4             0.73
==> cell usage in the layout (no fill, tap or decap), types with 3 or more instances in the layout <==
| cell type | count |
|---|---|
| sky130_fd_sc_hd__a21o_1 | 8 |
| sky130_fd_sc_hd__a21oi_1 | 25 |
| sky130_fd_sc_hd__a221oi_1 | 7 |
| sky130_fd_sc_hd__a222oi_1 | 13 |
| sky130_fd_sc_hd__a22o_1 | 6 |
| sky130_fd_sc_hd__a22oi_1 | 18 |
| sky130_fd_sc_hd__a31oi_1 | 20 |
| sky130_fd_sc_hd__a41oi_1 | 3 |
| sky130_fd_sc_hd__and2_1 | 44 |
| sky130_fd_sc_hd__and3_1 | 3 |
| sky130_fd_sc_hd__buf_4 | 11 |
| sky130_fd_sc_hd__clkbuf_16 | 17 |
| sky130_fd_sc_hd__clkdlybuf4s50_1 | 95 |
| sky130_fd_sc_hd__clkinvlp_4 | 4 |
| sky130_fd_sc_hd__dfrtp_1 | 26 |
| sky130_fd_sc_hd__edfxtp_1 | 130 |
| sky130_fd_sc_hd__fa_1 | 40 |
| sky130_fd_sc_hd__ha_1 | 60 |
| sky130_fd_sc_hd__inv_1 | 61 |
| sky130_fd_sc_hd__inv_6 | 4 |
| sky130_fd_sc_hd__mux2_2 | 6 |
| sky130_fd_sc_hd__mux2i_1 | 3 |
| sky130_fd_sc_hd__nand2_1 | 34 |
| sky130_fd_sc_hd__nand2b_1 | 3 |
| sky130_fd_sc_hd__nor2_1 | 34 |
| sky130_fd_sc_hd__nor2b_1 | 8 |
| sky130_fd_sc_hd__nor3_2 | 5 |
| sky130_fd_sc_hd__o21ai_0 | 7 |
| sky130_fd_sc_hd__xnor2_1 | 9 |
| sky130_fd_sc_hd__xor2_1 | 5 |
==> stage by stage <==
stage          total power [W]  area, µm²  hold slack (ns)  std cells
3_3_place_gp          0.001788       9494           0.4202        925
3_5_place_dp          0.001803       9494           0.4149        925
6_report              0.002423      10080           0.4202        956
4_1_cts               0.002453      10080           0.4258        956
2_1_floorplan         0.001485       8210           0.3844        618
5_1_grt               0.002605      10080           0.4561        956
Power figures rest on the tool's default switching activity, not on a simulated workload.
