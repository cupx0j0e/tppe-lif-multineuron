### /design/flow/constraint.sdc
current_design round_robin_arbiter

set clk_period 8.3
set clk_io_pct 0.2

create_clock -name clk0 -period $clk_period [get_ports {clk}]

set non_clock_inputs [all_inputs -no_clocks]
set_input_delay [expr $clk_period * $clk_io_pct] -clock clk0 $non_clock_inputs
set_output_delay [expr $clk_period * $clk_io_pct] -clock clk0 [all_outputs]
### /design/flow/run.sh
#!/bin/bash
# OpenROAD 26Q1-2900-gdf79404cd8, Yosys 0.63+post, stock flow scripts
make -C /OpenROAD-flow-scripts/flow DESIGN_CONFIG=/design/flow/config.mk WORK_HOME=/design/flow/orfs finish
### /design/flow/design.v
module round_robin_arbiter #(
    parameter integer NUM_NEURONS = 16,
    parameter integer NEURON_ID_W = 4
)(
    input  wire clk,
    input  wire rst_n,
    input  wire [NUM_NEURONS-1:0] req_valid,
    output reg  [NUM_NEURONS-1:0] req_grant,
    output reg                    spike_valid,
    output reg  [NEURON_ID_W-1:0] spike_id,
    input  wire                   spike_ready
);
    reg [NEURON_ID_W-1:0] last_grant;
    integer i;
    reg found;
    always @(*) begin
        req_grant   = '0;
        spike_valid = 1'b0;
        spike_id    = '0;
        found       = 1'b0;
        for (i = 1; i <= NUM_NEURONS; i = i + 1) begin
            int idx;
            idx = (last_grant + i) % NUM_NEURONS;
            if (req_valid[idx] && !found && spike_ready) begin
                found       = 1'b1;
                spike_valid = 1'b1;
                spike_id    = idx[NEURON_ID_W-1:0];
                req_grant[idx] = 1'b1;
            end
        end
    end
    always @(posedge clk or negedge rst_n) begin
        if (!rst_n) begin
            last_grant <= '0;
        end else if (spike_valid && spike_ready) begin
            last_grant <= spike_id;
        end
    end
endmodule
### /design/flow/config.mk
export PLATFORM = sky130hd
export DESIGN_NAME = round_robin_arbiter
export DESIGN_NICKNAME = round_robin_arbiter
export VERILOG_FILES = /design/flow/design.v
export SDC_FILE = /design/flow/constraint.sdc
export NUM_CORES = 4
export LEC_CHECK = 1
export CORE_UTILIZATION = 30
==> impl_metrics.ini <==
; flow metrics
[run_status]
run_status = complete, no violations

[logic_synthesis]
syn_area_per_cell_um2 = 6.77
async_reset_ff_share_pct = 100
synth_cell_type_count = 88
yosysChipArea_um2 = 5750
ys.warnings.count = 1
synthesis.area_um2 = 5750
most_common_cell = nand2_1
yosys_cells = 849
postSynthSeqShare_pct = 1.74
topCellsByArea = mux4_2 9.0%, ha_1 7.6%, nand2_1 6.8%
yosysTopAreaCell = mux4_2
flop_cell = dfrtp_1
synthTopCellsByCount = 104 x nand2_1, 74 x nor2_1, 56 x nor3_1
ys.flops = 4
syn_inst = 849
yosysTopAreaCellShare_pct = 9.01
edf_count = 0

[final_layout]
utilization_pct = 35.2
reg.largest.list = last_grant: 4 flops
largest_register = last_grant
finalInstanceArea_um2 = 6610
fillers = 2005
largest_reg_flops = 4
area_growth_pct = 15.0
drive_above_1_share_pct = 13.9

[routing]
drt_iter0_markers = 1000
detail-route-antenna-nets = 0
diodes = 0
dr.pass1.iters = 8
drt-vias-per-instance = 6.99
drc = 0
wl_um = 28200
vias = 7762
wl_per_cell_um = 25.4

[global_route]
grt_max_degree = 39
antenna_found_initial = 0
grt_usage_pct = 28.9
grt_pass1_vias = 7068
grt_pass1_wl_um = 42900
overflow = 0

[sta]
finClkSkew_ns = 0.00122
fmax_ghz = 0.124
fin_crit_sh_pct = 97.0
tns_ns = 0
hold_ws_ns = 0.938
min_period_ns = 8.05
tightestPinTransition_ns = 0.914
rsz0062_at_grt = false
drv_slew = 0
setup_viol = 0
slew-limit-headroom_pct = 38.7
final_hold_viol_count = 0

[critical_path]
crit-reg2reg-capture = last_grant[2]$_DFFE_PN0P_
critPathCaptureType = output port
crit_family = simple AND/OR/NAND/NOR gates
critPathMaxStageDelay_ns = 0.61
crit_start = req_valid[4]
rrSetupSlack_ns = 3.41
timing.rr.start = last_grant[1]$_DFFE_PN0P_
cp.depth = 12
cp_slowest_cell = nand4_1
crit_end = req_grant[7]
crit_buf_inv = 2
crit_arrival_ns = 6.39
path_cells = clkdlybuf4s50_1 -> mux2_1 -> mux4_2 -> and2_1 -> o21a_1 -> nor3_1 -> nand4_1 -> o211ai_1 -> a21boi_0 -> nand2_1 -> nand4_1 -> clkdlybuf4s50_1
crit_fanout = 12
critPathKind = in2out
r2r_cells = 12
required_ns = 6.64
critPathLaunchType = input port

[placement]
place_congestion = 1.11
dpl.hpwl_um = 22200
placed_area_um2 = 6530
portBuffers = 39

[floorplan]
fp_util_pct = 30.6
coreArea_um2 = 18800
ios = 40
rows = 50
die_w_um = 140
die-area_um2 = 19700
dieHeight_um = 140

[clock_tree]
h-tree-depth = 1
cts_root_buffer = clkbuf_16
cts.sinks = 4
tritoncts = yes
postCtsHoldBufs = 0
clkTransAtPathRegs_ns = 0.03
worstSkewPairLatency_ns = 0.22
cts_resized = 0
cts_buffers = 3
post_cts_buffers = 0
cts.path.max_buffers = 2

[run]
openroad.warnings = 40
cap_violations = 0

[hold_path]
hp-class = reg2reg
hp-start = last_grant[1]$_DFFE_PN0P_
kinds of logic after synthesis:
group | count (synthesis) | synth area share (%)
compound gates | 232 | 29.0
simple gates | 422 | 37.7
buf+inv | 85 | 6.14
fa+ha+maj | 35 | 7.62
flops | 4 | 1.74
xor+xnor | 9 | 1.50
mux | 62 | 16.3
cell usage in the layout, fill, tap and decap left out, types with 5 or more instances in the layout:
cell type,instances
clkdlybuf4s50_1,39
a221oi_1,10
a211oi_1,9
or3_1,6
and2_1,21
nor2b_1,7
a21o_1,6
o2111ai_1,6
o311ai_0,5
nand4_1,20
o22ai_1,12
nor2_1,74
or2_2,6
mux2_2,21
nand4b_1,9
mux2i_1,17
a211o_1,8
o21ai_0,38
buf_4,48
a21oi_1,43
and3_1,10
a22oi_1,5
or4_1,7
xnor2_1,5
nor3_1,56
o211ai_1,9
ha_1,35
nand2b_1,9
inv_1,19
nand3b_1,9
mux4_2,23
nand3_1,44
nor4_1,22
a2111oi_0,12
nand2_1,104
a31oi_1,9
per-layer routing:
metal,up-vias,track usage [%],wire (um)
met1,3589,40.9,11200
met2,672,42.1,11600
met3,101,8.32,4140
li1,3400,-,-
met5,-,0,0
met4,0,9.66,1190
how the worst min path moves through the flow:
| stage | end | slack [ns] | cells past startpoint |
|---|---|---|---|
| 5_1_grt | last_grant[1]$_DFFE_PN0P_ | 0.98 | 2 |
| 6_report | last_grant[1]$_DFFE_PN0P_ | 0.94 | 2 |
| 4_1_cts | last_grant[2]$_DFFE_PN0P_ | 0.93 | 2 |
layout make-up:
type                            count  area, um2  area share, %
Timing Repair Buffer               87        751           11.4
Inverter                           23       86.3           1.31
Multi-Input combinational cell    760       5300           80.2
Sequential cell                     4        100           1.51
Tap cell                          234        293           4.43
Clock buffer                        3       75.1           1.14
worst register-to-register path, delay by kind of cell, from the launching register on:
kind                     cells  cell delay (ns)
AND/OR/NAND/NOR              3             0.86
adder cells (fa/ha/maj)      1             0.65
XOR/XNOR                     1             0.20
AND-OR/OR-AND                3             1.01
flip-flops                   1             0.38
buffers and inverters        2             0.69
multiplexers                 2             0.96
per-stage QoR:
step                      instances  worst slack, ns
after floorplan                 849             2.09
final                          1111            0.249
after CTS                      1111            0.532
after detailed placement       1108            0.549
after global placement         1108            0.424
after global routing           1111            0.116
