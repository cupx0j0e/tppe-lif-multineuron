## ./design.v

```verilog
module p_lif #(
    parameter integer VMEM_W = 16,
    parameter integer NEURON_ID_W = 4
)(
    input  wire                   clk,
    input  wire                   rst_n,
    input  wire                   scan_start_en,
    input  wire [VMEM_W-1:0]      vmem,
    input  wire [VMEM_W-1:0]      threshold,
    input  wire [NEURON_ID_W-1:0] neuron_id,
    output reg                    spike,
    output reg                    reset_vmem,
    output reg  [NEURON_ID_W-1:0] spike_id
);
    reg fired;
    reg [VMEM_W-1:0] vmem_prev;
    always @(posedge clk or negedge rst_n) begin
        if (!rst_n) begin
            spike      <= 0;
            reset_vmem <= 0;
            fired      <= 0;
            vmem_prev  <= 0;
        end
        else begin
            vmem_prev <= vmem;
            spike      <= 0;
            reset_vmem <= 0;
            if (scan_start_en) begin
                if (!fired && vmem_prev >= threshold) begin
                    spike      <= 1;
                    reset_vmem <= 1;
                    spike_id   <= neuron_id;
                    fired      <= 1;
                end else begin
                    fired <= 0;   
                end
            end
            else if (!fired && vmem >= threshold) begin
                spike      <= 1;
                reset_vmem <= 1;
                spike_id   <= neuron_id;
                fired      <= 1;
            end
        end
    end
endmodule
```

## ./run.sh

```bash
#!/bin/bash
# OpenROAD 26Q1-2900-gdf79404cd8, Yosys 0.63+post, stock flow scripts
make -C /OpenROAD-flow-scripts/flow DESIGN_CONFIG=/design/flow/config.mk WORK_HOME=/design/flow/orfs finish
```

## ./config.mk

```make
export PLATFORM = sky130hd
export DESIGN_NAME = p_lif
export DESIGN_NICKNAME = p_lif
export VERILOG_FILES = /design/flow/design.v
export SDC_FILE = /design/flow/constraint.sdc
export NUM_CORES = 4
export LEC_CHECK = 1
export CORE_AREA = 10 10 103 103
export DIE_AREA = 0 0 113 113
```

## ./constraint.sdc

```tcl
current_design p_lif

set clk_period 4.4
set clk_io_pct 0.2

create_clock -name clk0 -period $clk_period [get_ports {clk}]

set non_clock_inputs [all_inputs -no_clocks]
set_input_delay [expr $clk_period * $clk_io_pct] -clock clk0 $non_clock_inputs
set_output_delay [expr $clk_period * $clk_io_pct] -clock clk0 [all_outputs]
```

==> PnR_summary.wiki <==
== Flow metrics ==
{| class="wikitable"
! Metric !! Value
|-
| Outcome || completed
|-
| Arithmetic-cell share of the synthesized area counting full adders, half adders and majority gates || between 20% and 30%
|-
| Main area contributors || sky130_fd_sc_hd__dfrtp_1, sky130_fd_sc_hd__ha_1, sky130_fd_sc_hd__edfxtp_1, sky130_fd_sc_hd__inv_1, sky130_fd_sc_hd__o21ai_0
|-
| Routed length per instance || between 10 and 15 µm
|-
| Number of standard cells reported by yosys || ~120
|-
| Critical path's top delay family || simple AND/OR/NAND/NOR gates
|-
| Buf+Inv Stages, Crit Path || 2
|-
| Final antenna-violating net count || 0
|-
| Pwr Density || ~240 nW/µm²
|-
| Final-layout setup total negative slack || 0 ps
|-
| Cell with the most instances after synthesis || sky130_fd_sc_hd__ha_1
|-
| Count of tool warnings || 25
|-
| Global-route wire length before repair || between 5000 and 6000 µm
|-
| Post-CTS Repair Setup Buffers || 0
|-
| Maximum clock rate || around 330 MHz
|-
| Worst min path class || reg -> reg
|-
| Yosys synthesis chip area || 1355 µm²
|-
| Placed cell areas || slightly below 2000 µm²
|-
| Number of buffers created by CTS || 3
|-
| Cells traversed along the worst timing path || clkdlybuf4s50_1 -> inv_1 -> ha_1 -> nand4_1 -> or3_1 -> a221oi_2 -> o41ai_1 -> nor3b_2
|-
| Final critical path time including I/O delays and setup || about 3000 ps
|-
| Part of the power in the clock network || between 20% and 30%
|-
| Post-synth top area share || roughly a third
|-
| Global route total overflow || 0
|-
| Fin. max-slew vios || 0
|-
| MUX share of area || 0%
|-
| Net switching fraction of the power || between 20% and 30%
|-
| H-Tree Level Count || 1
|-
| Biggest combinational cell group after synthesis || adder cells
|-
| Relative contribution of sequential cells to total power || between 40 and 50%
|-
| Count of maximum capacitance violations || 0
|-
| Cell Type Count || 26
|-
| Antenna violations before repair || 0
|-
| IO Pins || around 45
|-
| Switching power total || 0.0001227 W
|-
| Post-synthesis async set-or-reset flop share || between 80 and 90%
|-
| Largest net degree at the start of global routing || 20
|-
| Cell type with the largest total area after synthesis || sky130_fd_sc_hd__dfrtp_1
|-
| CTS tree || built
|-
| Final Power || between 0.0004 and 0.0005 W
|-
| Fin Clk Skew || approximately 2.9 ps
|-
| Drt first-iter violations || 32
|-
| Final Hold Violation Tally || 0
|-
| Max stage delay cell, worst path || sky130_fd_sc_hd__clkdlybuf4s50_1
|-
| Clk sinks || 22
|-
| Number of hold-repair buffers added at the cts stage || 0
|-
| Type of destination of the critical path || register
|-
| Horizontal extent of the die || 113 µm
|-
| Share of total power in combinational logic || between 20% and 30%
|-
| Average cell area after synthesis || about 11 µm²
|-
| Final worst hold slack || approximately 540 ps
|-
| Number of global-route vias before repair || ~1,100
|-
| Clock tree root buffer cell || sky130_fd_sc_hd__clkbuf_8
|-
| Top fanout value on the critical path || 4
|-
| Unrepaired setup endpoints after global routing || false
|-
| Max rail drop VDD || around 0.13 mV
|-
| Routed via count || ~1,100
|-
| Path type of the worst setup path || in -> reg
|-
| Endpoints failing setup || 0
|-
| Antenna Diode Count || 0
|-
| Crit path largest cell delay || between 400 and 500 ps
|-
| Core utilization before placement || 16.33%
|-
| Slew headroom || just under 60%
|-
| Clock Tree Buf Depth || 2
|-
| FP Rows || 33
|-
| Data arrival at the endpoint of the critical path || between 2000 and 3000 ps
|-
| Count of library flops with an enable pin || 4
|-
| Full die area || 12,770 µm²
|-
| Most numerous cell types in the synthesized netlist || sky130_fd_sc_hd__ha_1, sky130_fd_sc_hd__inv_1, sky130_fd_sc_hd__dfrtp_1
|-
| Count of yosys warnings during synthesis || 1
|-
| Vias per std cell || slightly below 4
|-
| Layout Area Growth over Synthesis || 45.52%
|-
| Fin crit share || 67.90%
|-
| Final Routed Wirelength || 3464 µm
|-
| Number of I/O port buffers || ~44
|-
| All-Layer GR Usage || 5.531%
|-
| Cell internal power dissipation || 0.0003572 W
|-
| Share of cells above drive strength 1 || between 3 and 4%
|-
| Length of the first detailed-routing pass in iterations || 4
|-
| Synthesized-area fraction occupied by and/or/nand/nor cells || under 10%
|-
| Core box area || roughly 8300 µm²
|-
| Area fraction in xor and xnor cells || 0%
|-
| Clock edge transition at the registers on the reported setup and hold paths || 80 ps
|-
| And-or/or-and share of the synthesized area || 14.50%
|-
| Die Y || between 100 and 150 µm
|-
| Transition at the pin with the smallest max-transition slack || between 500 and 600 ps
|-
| Sequential share of the synthesized area || between 40% and 50%
|-
| GPL Wtd Cong || roughly 0.81
|-
| Synth Register Bits || 22
|-
| Primary flip-flop cell chosen by synthesis mapping || sky130_fd_sc_hd__dfrtp_1
|-
| Data required time of the critical path || around 4300 ps
|-
| Total leakage power || about 0.91 nW
|-
| Final standard cell area without fillers || ~2000 µm²
|-
| Detailed-placement wirelength estimate || roughly 3000 µm
|-
| Post-synthesis instance area || roughly 1400 µm²
|-
| Worst skew pair latency || about 260 ps
|-
| Critical Path Start Type || input pin
|-
| Post-detailed-route DRC marker count || 0
|-
| Number of gates resized after CTS || 0
|-
| Number of instances in the synthesized netlist || between 100 and 150
|}
-- final cells by class --
| type | count | area (µm²) |
|---|---|---|
| multi-input combinational | 76 | 698.2 |
| inverter | 21 | 78.83 |
| timing repair buffer | 45 | 447.9 |
| clock buffer | 4 | 45.04 |
| sequential | 22 | 570.5 |
| tap | 105 | 131.4 |
| fill | 868 | 6327 |
-- layout by cell type (no fill, tap or decap) --
cell type / instances
sky130_fd_sc_hd__o211ai_1: 2
sky130_fd_sc_hd__or3_1: 1
sky130_fd_sc_hd__nor2_1: 2
sky130_fd_sc_hd__ha_1: 32
sky130_fd_sc_hd__and4_1: 2
sky130_fd_sc_hd__dfrtp_1: 18
sky130_fd_sc_hd__nor3b_2: 1
sky130_fd_sc_hd__a21oi_1: 5
sky130_fd_sc_hd__a21o_1: 4
sky130_fd_sc_hd__buf_4: 1
sky130_fd_sc_hd__nand2b_1: 1
sky130_fd_sc_hd__nand4_1: 4
sky130_fd_sc_hd__nor3_1: 1
sky130_fd_sc_hd__o41ai_1: 1
sky130_fd_sc_hd__a211oi_1: 4
sky130_fd_sc_hd__clkdlybuf4s50_1: 44
sky130_fd_sc_hd__nand3_1: 3
sky130_fd_sc_hd__o31ai_1: 1
sky130_fd_sc_hd__a41oi_1: 1
sky130_fd_sc_hd__and3_1: 1
sky130_fd_sc_hd__edfxtp_1: 4
sky130_fd_sc_hd__a41o_1: 1
sky130_fd_sc_hd__o22ai_1: 1
sky130_fd_sc_hd__o21ai_0: 6
sky130_fd_sc_hd__o211a_1: 1
sky130_fd_sc_hd__a221oi_2: 1
sky130_fd_sc_hd__clkbuf_8: 3
sky130_fd_sc_hd__clkbuf_1: 1
sky130_fd_sc_hd__inv_1: 21
-- metrics by stage --
stage | cells | worst slack (ps) | utilization, %
after floorplan | 120 | 1798 | -
after global placement | 269 | 1151 | 23.22
after detailed placement | 269 | 1124 | 23.22
after CTS | 273 | 1399 | 23.76
after global routing | 273 | 1203 | 23.76
final | 273 | 1412 | 23.76
-- routing by layer --
metal  share of wire, %  GRT usage (%)  wire length [µm]
met1                 46          7.496              1589
met2                 45          8.410              1544
met3                9.0          2.350               312
met4               0.49         0.3384                17
met5                  0              0                 0
-- worst paths after layout --
path / from / endpoint / slack [ps] / cells past startpoint
setup / recovery: threshold[13] / spike_id[3]$_DFFE_PP_ / 1410 / 8
hold / removal: fired$_DFFE_PN0P_ / fired$_DFFE_PN0P_ / 540 / 2
setup reg to reg: vmem_prev[5]$_DFF_PN0_ / spike_id[3]$_DFFE_PP_ / 2390 / 5
hold reg to reg: fired$_DFFE_PN0P_ / fired$_DFFE_PN0P_ / 540 / 2
max in group asynchronous: rst_n / vmem_prev[0]$_DFF_PN0_ / 3230 / 2
min in group asynchronous: rst_n / vmem_prev[9]$_DFF_PN0_ / 950 / 2
-- state kept, by name, indices dropped and copies added (netlist names) --
register and flops:
vmem_prev 16, spike 1, spike_id 4, fired 1
-- logic make-up (layout without fill, tap and decap cells) --
logic type                 after synthesis  in the layout
buffers and inverters                   22             70
and+or+nand+nor                         16             16
DFF                                     22             22
AOI/OAI and AO/OA                       28             28
adders and majority gates               32             32
-- worst register-to-register path, cell delays in order, from the launching register on --
cell                      delay (ps)
sky130_fd_sc_hd__dfrtp_1         370
sky130_fd_sc_hd__ha_1            310
sky130_fd_sc_hd__nand3_1          80
sky130_fd_sc_hd__o31ai_1         290
sky130_fd_sc_hd__a41oi_1         240
sky130_fd_sc_hd__nor3b_2         390
-- power groups by stage --
stage | logic, W | registers, W | clock network [W]
finish | 0.000121 | 0.000227 | 0.000132
CTS | 0.000124 | 0.000227 | 0.000140
global route | 0.000139 | 0.000229 | 0.000145
Power is estimated from default activity; no workload was simulated.
